==> design.v <==
module core#(parameter n=4)
  (data, clk, src, des, dataout);
  input clk;
  input [3:0] src, des;
  input [14*n-9:0] data;
  output reg [15:0]dataout;
  reg [15:0] out[0:n-1];
  reg [2:0] Count=0;
assign out[0] = {2'b00, src[3:0], des[3:0], data[14*n-9:14*n-14]};
  genvar i;
   generate
     for(i=1; i<n-1; i=i+1)
       begin
         assign out[i] = {2'b01, data[14*(n-i)-1:14*(n-i)-14]};
       end
   endgenerate
  assign out[n-1]={2'b10, data[13:0]};
  always@(posedge clk)
    begin
      if(Count>n-1)
        begin
          dataout<=out[n-1];
        end
      else
        begin
          dataout<=out[Count];
          Count<=Count+1;
        end
    end
endmodule
==> run.sh <==
#!/bin/bash
# OpenROAD 26Q1-2900-gdf79404cd8, Yosys 0.63+post, stock flow scripts
make -C /OpenROAD-flow-scripts/flow DESIGN_CONFIG=/design/flow/config.mk WORK_HOME=/design/flow/orfs finish
==> config.mk <==
export PLATFORM = sky130hd
export DESIGN_NAME = core
export DESIGN_NICKNAME = core
export VERILOG_FILES = /design/flow/design.v
export SDC_FILE = /design/flow/constraint.sdc
export NUM_CORES = 4
export LEC_CHECK = 1
export CORE_AREA = 10 10 101 101
export DIE_AREA = 0 0 111 111
==> constraint.sdc <==
current_design core

set clk_period 2.5
set clk_io_pct 0.2

create_clock -name clk0 -period $clk_period [get_ports {clk}]

set non_clock_inputs [all_inputs -no_clocks]
set_input_delay [expr $clk_period * $clk_io_pct] -clock clk0 $non_clock_inputs
set_output_delay [expr $clk_period * $clk_io_pct] -clock clk0 [all_outputs]
==> flow_summary.yaml <==
# implementation run metrics
status:
  status: "finished, final reports clean"
layout:
  design_area_sq_mm: 0.001926
  utilization_pct: 23.67
  layout-drive-gt1-share_pct: 4.918
  area_growth_pct: 82.56
final_timing:
  tns_ns: 0
  tightestPinTransition_ns: 0.7181
  fmaxAchievable_mhz: 518.2
  setup_viol: 0
  period_needed_ns: 1.930
  drv_slew: 0
  rsz0062_at_grt: "no"
  skew_ns: 0.004738
  finalCritPeriodShare_pct: 77.19
  hold_viol_final: 0
  timing.slew.headroom_pct: 52.13
clock_network:
  postCtsSetupRepairBufs: 0
  cts_root_buf: "clkbuf_8"
  cts_max_path_buffers: 2
  cts_buffers: 3
  cts_tree: "yes"
  cts-hold-fix-buffers: 0
  ctsResizeCount: 0
  clk_pin_slew_ns: 0.08
  cts_sinks: 19
  clkLatencyLatePin_ns: 0.26
  h-tree-depth: 1
critical_path:
  cpMaxStageDelayCell: "edfxtp_1"
  cpPeakStageDelay_ns: 0.47
  crit_family: "flip-flops"
  start_kind: "register"
  rr_endpoint: "dataout[8]"
  r2r_setup_slack_ns: 0.57
  r2r_start: "Count[0]"
  crit_buf_inv: 2
  critical_path_cell_count: 6
  arrival_ns: 2.08
  crit_required_ns: 2.65
  path_cells: "inv_1 > ha_1 > buf_4 > nor2b_1 > o22ai_1 > a22o_1"
  worst-path-max-fanout: 22
  r2r_cells: 6
  critPathKind: "register to register"
  endpoint_kind: "register"
global_route:
  grt-busiest-layer: "met2"
  grt_use_met1_pct: 8.151
  grt.overflow.total: 0
  grt_usage_pct: 6.838
  grt_pass1_wl_microns: 6817
  antenna_found_initial: 0
  met3_usage_pct: 1.697
  met2_usage_pct: 12.11
  grt_pass1_vias: 1214
  grt_max_degree: 23
detailed_routing:
  drc_errors: 0
  ant_nets: 0
  routed_wl_microns: 4476
  wl_per_cell_microns: 15.54
  first_pass_iters: 4
  diodes: 0
  drt_iter0_markers: 35
  vias: 1135
  vias_per_cell: 3.941
yosys:
  avgSynthCellArea_sq_um: 9.252
  synth_top_area_share_pct: 30.37
  ys_types: 20
  syn_area_sq_mm: 0.001055
  ys_seq_share_pct: 38.91
  ys_area_sq_mm: 0.001055
  ys_cells: 114
  topCellsByArea: "dfxtp_1 (30%), a22o_1 (12%), a221oi_1 (11%)"
  yosys_warnings: 6
  ys_ff: 19
  synth_area_leader_cell: "dfxtp_1"
  synth_cells: 114
power:
  power_frac_comb_pct: 17.9
  pwr-share-clk_pct: 33.4
  leakagePower_nw: 0.7083
  p_int_mw: 0.5335
  seqPwrFrac_pct: 48.6
  p_sw_mw: 0.1307
  sw_frac_of_total_pct: 19.67
  cellPowerDensity_mw_per_mm2: 344.9
  ir_drop_v: 0.0001564
floorplan:
  fp-row-count: 33
  design.core.area_sq_mm: 0.008134
  die_h_microns: 111
  ios: 73
  die_w_microns: 111
  initCoreUtil_pct: 12.97
  dieArea_sq_mm: 0.01232
flow_run:
  tool_warnings: 29
  cap_violations: 0
worst_hold_path:
  min_to: "dataout[15]"
  hold_depth: 2
  min_path_type: "register to register"
  hold_path_startpoint: "Count[1]"
place:
  hpwlAfterDp_microns: 3671
  gp_congestion: 0.7768
  port-buffer-count: 72
  post_dp_cell_area_sq_mm: 0.001877
power groups by stage:
stage / sequential (mW) / clock, mW / combinational [mW]
CTS: 0.323 / 0.232 / 0.121
global route: 0.324 / 0.245 / 0.127
finish: 0.323 / 0.222 / 0.119
registers in the layout, indices dropped and copies added (netlist names):
signal	count
dataout	16
Count	3
logic make-up (layout without fill, tap and decap cells):
family / after synthesis / count (layout) / synth area share [%]
AND-OR/OR-AND: 44 / 44 / 32.74
adder cells (fa/ha/maj): 6 / 6 / 7.117
buffers and inverters: 15 / 84 / 6.761
flip-flops: 19 / 19 / 38.91
AND/OR/NAND/NOR: 30 / 30 / 14.47
layout by cell type, fill, tap and decap left out, types with 3 or more instances in the layout:
cell type        synthesis  layout
clkdlybuf4s50_1          0      72
dfxtp_1                 16      16
o22ai_1                 14      14
a22o_1                  14      14
nor2b_1                 13      13
a221oi_1                13      13
nor2_1                  13      13
ha_1                     6       6
inv_1                    4       4
edfxtp_1                 3       3
clkbuf_8                 0       3
buf_4                    0       3
Yosys cell counts, drive strengths merged:
cell	instances
clkbuf	3
edfxtp	3
a221oi	13
a22oi	1
a21oi	1
nor2	13
nand2	1
nand2b	1
or2	1
buf	7
o22ai	14
dfxtp	16
nor2b	13
o21ai	1
inv	5
ha	6
and2	1
a22o	14
layer usage:
layer / share of wire, % / wire length, microns
met1: 42 / 1889
met4: 1.4 / 64
met5: 0 / 0
met2: 51 / 2278
met3: 5.4 / 243
worst max path at each step:
stage	start	to
4_1_cts	Count[0]	dataout[8]
6_report	Count[0]	dataout[8]
5_1_grt	Count[0]	dataout[8]
worst reg2reg max path, delay by kind of cell (launching register included):
family	cells	cell delay (ns)
buf+inv	2	0.44
simple gates	1	0.23
compound gates	2	0.35
fa+ha+maj	1	0.34
flops	1	0.47
through the flow:
stage                     std cells  setup WS [ns]  hold slack, ns  power, mW
after detailed placement        284         0.5917          0.6977     0.4511
after global routing            288         0.3760          0.7748     0.6956
after CTS                       288         0.5657          0.7183     0.6769
after global placement          284         0.6478          0.6832     0.4500
after floorplan                 114         0.7768          0.6255     0.3367
final                           288         0.5703          0.7194     0.6642
final cells by class:
type / count / area [sq um]
inverter: 5 / 18.77
timing repair buffer: 75 / 743.2
clock buffer: 3 / 41.29
clock inverter: 1 / 7.507
sequential: 19 / 410.4
multi-input combinational: 80 / 573.1
tap: 105 / 131.4
fill: 873 / 6208
Power is estimated from default activity; no workload was simulated.
