$ cat design/flow/constraint.sdc
current_design switch_arb

set clk_period 2.6
set clk_io_pct 0.2

create_clock -name clk0 -period $clk_period [get_ports {clk}]

set non_clock_inputs [all_inputs -no_clocks]
set_input_delay [expr $clk_period * $clk_io_pct] -clock clk0 $non_clock_inputs
set_output_delay [expr $clk_period * $clk_io_pct] -clock clk0 [all_outputs]
$ cat design/flow/config.mk
export PLATFORM = sky130hd
export DESIGN_NAME = switch_arb
export DESIGN_NICKNAME = switch_arb
export VERILOG_FILES = /design/flow/design.v
export SDC_FILE = /design/flow/constraint.sdc
export NUM_CORES = 4
export LEC_CHECK = 1
export CORE_AREA = 10 10 70 70
export DIE_AREA = 0 0 80 80
$ cat design/flow/run.sh
#!/bin/bash
# OpenROAD 26Q1-2900-gdf79404cd8, Yosys 0.63+post, stock flow scripts
make -C /OpenROAD-flow-scripts/flow DESIGN_CONFIG=/design/flow/config.mk WORK_HOME=/design/flow/orfs finish
$ cat design/flow/design.v
module switch_arb#(parameter m=4)
  (clk, direction);
  input clk;
  output reg [2:0]direction;
  reg [2:0]count=0;
  reg [$clog2(m):0]timer=0;
  always@(posedge clk)
    begin
      timer = timer +1;
      if(timer < m)
        begin
          if(count==3'b000)
            begin
              direction <= 3'b000;    
            end
          else if(count == 3'b001)
            begin
              direction <= 3'b001;    
            end
          else if(count == 3'b010)
            begin
              direction <= 3'b010;    
            end
          else if(count == 3'b011)
            begin
              direction <= 3'b011;    
            end
          else if(count == 3'b100)
            begin
              direction <= 3'b100;    
            end          
        end
      else if(timer==m)
        begin
          count = count+1;
          timer<=0;
          if(count==5)
            begin
              count<=0;
            end
        end
    end
endmodule
==> flow_summary.toml <==
# generated from flow reports
[global_route]
antenna_found_initial = 0
grt_usage_pct = 2.18
grt_pass1_wl_um = 1110
grt_max_degree = 7
grt_pass1_vias = 280
overflow = 0

[synth]
syn_avg_cell_area_sq_um = 12.0
synth.logic.top_family = "adder cells"
yosysUniqueCellTypes = 15
yosys_warnings = 1
ys_cells = 38
ys_area_sq_um = 457
syn_inst = 38
xor_share_pct = 3.84
ys_sh_simple_pct = 8.77
syn_area_sq_um = 457
ys.flops = 9
ys_seq_share_pct = 52.6
mux_share_pct = 0
aoi_share_pct = 9.59
synthAdderAreaFrac_pct = 21.9

[finish]
area_growth_pct = 25.2
drive_above_1_share_pct = 8.89
final_core_util_pct = 16.7
mostFrequentLayoutCell = "ha_1"
stdcell_count = 91
final_cell_mix = "ha_1, edfxtp_1, inv_1, a21oi_1, nor2_1"

[floorplan]
fp-utilization_pct = 13.4
dieWidth_um = 80
core_area_sq_um = 3420
row_count = 21
die_area_sq_um = 6400
io_pins = 4
die_h_um = 80

[worst_setup_path]
critPathMaxStageDelay_ps = 460
arrival_ps = 1040
path_cells = "clkdlybuf4s50_1"
r2r_cells = 3
worstSetupEndpointType = "primary output"
timing.rr.end = "count[2]$_SDFFCE_PN0P_"
rrSetupSlack_ps = 1110
required_ps = 2080
path_buffers = 1
crit_path_max_fanout = 1
cpLargestDelayFamily = "buffers and inverters"
crit_type = "register to primary output"
start_kind = "register"
slowest_stage = "clkdlybuf4s50_1"
r2r_start = "timer[0]$_DFF_P_"

[final_timing]
fin_crit_ps = 1560
rsz0062_at_grt = "false"
setup_viol = 0
hold_violations = 0
finalClockPeriodUsage_pct = 59.9
slew_viol_final = 0
worstMarginPinSlew_ps = 467
max_freq_mhz = 642
fin_setup_tns_ps = 0
hold_ws_ps = 475
finClkSkew_ps = 5.16
slew_headroom_pct = 68.8

[job]
warnings = 30
drv_cap = 0

[route]
wl_per_cell_um = 7.14
antenna_cells = 0
drt_iter0_markers = 27
dr.pass1.iters = 4
drc = 0
vias_per_cell = 3.05
routed_wl_um = 650
vias = 278
antenna_left = 0

[clocking]
clk_path_buf_depth = 2
cts_setup_buffers = 0
clock_sink_count = 9
clock_latency_ps = 260
cts_tree = "built"
root_buffer = "clkbuf_4"
numCtsBuffers = 3
hold_buffers = 0
cts.reportedPaths.clkPinSlew_ps = 60
htreeDepth = 1
post_cts_resized = 0

[status]
outcome = "finished clean"

[placement]
io_buffers = 3
gp_congestion = 0.690
dp_hpwl_um = 508
place_inst = 87

[min_path]
min_from = "timer[0]$_DFF_P_"
worstHoldPathCells = 1
hold_path_end = "timer[0]$_DFF_P_"
hold_path_class = "register to register"

[power]
p_leak_nw = 0.261
p_comb_share_pct = 0
swShare_pct = 19.5
irDropWorstVdd_mv = 0.205
internal_power_mw = 0.207
p_switching_mw = 0.0502
clkPwrFrac_pct = 41.5
power_density_nw_per_um2 = 450
power_frac_seq_pct = 58.5
==> registers in the layout, indices dropped and copies added (netlist names) <==
name	cells
direction	3
count	3
timer	3
==> Yosys cell counts (all sizes together) <==
| cell | number | share of area (%) |
|---|---|---|
| ha | 8 | 22 |
| edfxtp | 6 | 39 |
| a21oi | 4 | 4.4 |
| inv | 4 | 3.3 |
| nor2 | 4 | 3.3 |
| dfxtp | 3 | 13 |
| a21boi | 1 | 1.6 |
| nor2b | 1 | 1.4 |
| nor3 | 1 | 1.1 |
| nor3b | 1 | 1.6 |
| o21bai | 1 | 1.6 |
| o22a | 1 | 1.9 |
| or3 | 1 | 1.4 |
| xnor2 | 1 | 1.9 |
| xor2 | 1 | 1.9 |
==> metal layers <==
| layer | global-route usage (%) | wire (um) | vias to the layer above | share of wire, % |
|---|---|---|---|---|
| li1 | - | - | 143 | - |
| met1 | 2.68 | 342 | 125 | 53 |
| met2 | 2.65 | 222 | 8 | 34 |
| met3 | 2.05 | 79 | 2 | 12 |
| met4 | 0.528 | 6 | 0 | 0.92 |
| met5 | 0 | 0 | - | 0 |
==> metrics by stage <==
stage                     total power, mW  instance area, sq um  setup slack [ps]
after floorplan                     0.154                   457              1250
after global placement              0.154                   544              1140
after detailed placement            0.154                   544              1140
after CTS                           0.262                   572              1020
after global routing                0.273                   572               984
final                               0.258                   572              1040
==> kinds of logic (layout without fill, tap and decap cells) <==
group,Yosys count,after routing
xor gates and xnor gates,2,2
AOI/OAI and AO/OA,7,7
DFF,9,9
adders and majority gates,8,8
buffers and inverters,4,11
and+or+nand+nor,8,8
==> area by class of cell <==
class | count | area, sq um
Clock buffer | 3 | 22.5
Tap cell | 46 | 57.6
Clock inverter | 1 | 5.00
Timing Repair Buffer | 3 | 30.0
Sequential cell | 9 | 240
Fill cell | 388 | 2840
Multi-Input combinational cell | 25 | 201
Inverter | 4 | 15.0
==> worst max-delay path by stage <==
stage | start | to | slack, ps | cells past startpoint
5_1_grt | direction[1]$_SDFFCE_PP0P_ | direction[1] | 980 | 1
4_1_cts | direction[1]$_SDFFCE_PP0P_ | direction[1] | 1020 | 1
6_report | direction[1]$_SDFFCE_PP0P_ | direction[1] | 1040 | 1
==> power groups by stage <==
stage / registers, mW / logic (mW) / clock network, mW
final: 0.151 / 0.000000149 / 0.107
after global routing: 0.150 / 0.000000149 / 0.122
after CTS: 0.151 / 0.000000149 / 0.111
Power figures rest on the tool's default switching activity, not on a simulated workload.
