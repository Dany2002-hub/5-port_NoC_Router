### flow/design.v
module Fifo_buffer#(parameter k=4)
  (clk, RD, WR, data, out, emp, full);
  input clk, RD, WR;
  input [15:0] data;
  output reg [15:0] out;
  output emp, full;
  reg [15:0] buffer [0:k];
  reg [2:0] read_count = 0;
  reg [2:0] write_count = 0;
  reg [2:0] count = 0;
  assign emp = (count == 0)? 1'b1:1'b0;
  assign full = (count == k+1)? 1'b1:1'b0;
  always@(posedge clk)
    begin
      if(WR == 1'b1 && RD == 1'b0)
        begin
          read_count = 0;
          if(count< k+1)
            begin
              buffer[write_count] = data;
              write_count = write_count + 1;
              count = count + 1;
            end
        end
      else if(WR == 1'b0 && RD == 1'b1)
        begin
          write_count = 0;
          if(count > 0)
            begin
              out = buffer[read_count];
              read_count = read_count +1;
              count = count - 1;
            end
        end
    end
endmodule
### flow/run.sh
#!/bin/bash
# OpenROAD 26Q1-2900-gdf79404cd8, Yosys 0.63+post, stock flow scripts
make -C /OpenROAD-flow-scripts/flow DESIGN_CONFIG=/design/flow/config.mk WORK_HOME=/design/flow/orfs finish
### flow/config.mk
export PLATFORM = sky130hd
export DESIGN_NAME = Fifo_buffer
export DESIGN_NICKNAME = Fifo_buffer
export VERILOG_FILES = /design/flow/design.v
export SDC_FILE = /design/flow/constraint.sdc
export NUM_CORES = 4
export LEC_CHECK = 1
export CORE_UTILIZATION = 30
### flow/constraint.sdc
current_design Fifo_buffer

set clk_period 4.8
set clk_io_pct 0.2

create_clock -name clk0 -period $clk_period [get_ports {clk}]

set non_clock_inputs [all_inputs -no_clocks]
set_input_delay [expr $clk_period * $clk_io_pct] -clock clk0 $non_clock_inputs
set_output_delay [expr $clk_period * $clk_io_pct] -clock clk0 [all_outputs]
==> flow_summary.toml <==
# physical design summary
[detailed_routing]
ant_nets = 0
drt_iter0_drc = 93
drtPass1Iterations = 5
drt-wirelength-per-cell_um = 16.65
diodes = 0
vias = 2180
avgViaCountPerCell = 4.749
drt-total-wl_um = 7644
drc = 0

[cells_and_area]
final_area_um2 = 5025
drive_gt1_share_pct = 15.55
final_layout_top_logic_cells = "102 x edfxtp_1, 36 x clkdlybuf4s50_1, 17 x o21ai_0"
lay_top_count = "edfxtp_1"
area_growth_pct = 20.78
stdcell_count = 459

[clock_network]
cts_resized = 0
cts_tree = "built"
cts.clk_slew.worst_paths_ps = 70
cts_hold_buf = 0
clock_latency_ps = 340
cts_sinks = 105
cts_buffers = 9
cts_buffer_depth = 2
post_cts_buffers = 0
clockRootBuffer = "clkbuf_16"
htreeDepth = 3

[logic_synthesis]
netlist_instances = 238
area_leaders = "edfxtp_1 74%, ha_1 3.6%, mux2_4 3.6%, a32oi_1 3.4%, a22oi_1 2.9%"
top_cell_area_share_pct = 73.62
synth_area_um2 = 4160
yosys.area.top_type = "edfxtp_1"
yosysWarnings = 2
synth.avg_cell_area_um2 = 17.48
synth_seq_share_pct = 75.07
yosys-stat-cells = 238
numSynthFlops = 105
yosysUniqueCellTypes = 30
yosys-stat-area_um2 = 4160

[setup_path]
max_stage_delay_ps = 630
critPathKind = "reg -> reg"
reg2reg_slack_ps = 2130
crit_fanout = 17
worstPathRequired_ps = 4890
critPathArrivalTime_ps = 2770
startpoint = "read_count[1]"
crit_path_start_kind = "register"
crit_chain = "inv_1 -> ha_1 -> or3_4 -> a21oi_4 -> mux2_2"
r2r-start = "read_count[1]"
slowest_stage = "a21oi_4"
cp_num_buf_inv = 1
crit_path_end_kind = "register"
reg2reg_to = "out[2]"
cp_top_family = "AND-OR/OR-AND gates"
reg2regPathDepth = 5

[sta]
post-route-min-period_ps = 2672
max_slew_margin_pct = 43.51
grt_setup_unrepaired = "false"
slew_violations = 0
maxClockFrequency_mhz = 374.2
hold_viol = 0
skew_ps = 7.295
tightest_slew_ps = 847.4
setup_viol = 0
fin_tns_setup_ps = 0
fin_crit_sh_pct = 55.67

[worst_hold_path]
hold_path_end = "read_count[2]"
hold_class = "reg -> reg"
holdPathStages = 2
min_from = "read_count[2]"

[power_and_ir_drop]
peakVddDrop_uv = 176.3
total_leakage_power_nw = 1.664
finalPower_mw = 2.265
power_density_nw_per_um2 = 450.9

[global_route]
grt_pass1_vias = 2266
grt_antenna_before_repair = 0
grt_first_pass_wirelength_um = 12070
grt_use_total_pct = 11.87
grt_max_degree = 36
grt_overflow = 0

[placement]
dp_cells = 443
io_buffers = 36
postPlaceCellArea_um2 = 4731
dpl.hpwl_um = 4662
gp_congestion = 0.7613

[floorplanning]
fp.dieW_um = 119.8
dieArea_um2 = 14340
core_area_um2 = 13400
fp_util_pct = 31.05
die_h_um = 119.8
ios = 37
rows = 42

[flow_run]
drv_cap = 0
warning_count = 32

[run_status]
status = "finished clean"
-- routing by layer --
metal / track usage (%) / vias up / wire length (um)
li1: - / 1012 / -
met1: 15.64 / 1058 / 3107
met2: 17.30 / 98 / 3449
met3: 7.864 / 12 / 931
met4: 1.797 / 0 / 156
met5: 0 / - / 0
-- kinds of logic (layout without fill, tap and decap cells) --
kind of cell	Yosys count	after routing	synth area share (%)
flip-flops	105	105	75.07
AND-OR/OR-AND	53	53	9.113
buffers and inverters	24	69	2.767
AND/OR/NAND/NOR	23	23	2.857
multiplexers	17	17	5.473
adder cells (fa/ha/maj)	13	13	4.090
XOR/XNOR	3	3	0.6317
-- power breakdown --
group	switching [mW]	total (mW)	internal (mW)	leakage, nW
Clock	0.312	0.720	0.408	0.144
Sequential	0.0226	1.10	1.07	0.954
Combinational	0.230	0.450	0.220	0.566
Total	0.564	2.27	1.70	1.66
-- metrics by stage --
step	worst slack (ps)	hold slack, ps	util, %
global route	1949	479.5	37.50
detailed placement	1857	449.8	35.30
floorplan	1582	517.5	-
CTS	2082	458.3	37.50
global placement	1890	448.2	35.30
finish	2128	457.0	37.50
-- worst min-delay path, delay by kind of cell, from the launching register on --
kind / cells / cell delay, ps
AND/OR/NAND/NOR: 1 / 50
AND-OR/OR-AND: 1 / 50
flip-flops: 1 / 310
-- state kept, by name, indices dropped and copies added, names as in the netlist --
register	cells
buffer	80
write_count	3
read_count	3
count	3
out	16
-- final cells by class --
cell class,instances,area (um2)
repair buffers,43,412.9
clock inverters,5,61.31
multi-input cells,109,937.1
flip-flops and latches,105,3123
clock buffers,11,232.7
fillers,1226,8376
well taps,176,220.2
inverters,10,37.54
-- how the worst max path moves through the flow --
stage	to	slack [ps]	depth (start not counted)
after CTS	out[8]	2080	5
final	out[2]	2130	5
after global routing	out[10]	1950	5
-- cell usage after synthesis --
library cell  instances
a21oi_1               2
a21oi_4               1
a22oi_1              16
a32oi_1              16
and2_1                1
and3_1                1
buf_1                 1
buf_12                1
buf_2                 1
buf_6                 1
clkbuf_1             10
dfxtp_1               3
edfxtp_1            102
fa_1                  1
ha_1                 12
inv_1                10
mux2_2                6
mux2_4               10
mux2i_1               1
nand2_1               6
nand2b_1              1
nor2_1                7
nor3_1                1
nor3b_1               3
o21ai_0              17
o31ai_1               1
or2_2                 2
or3_4                 1
xnor2_1               2
xor2_1                1
Power and IR drop assume default switching activity.
